==> ./design.v <==
module mux2Data(
	input select,
	input [31:0] a,b,
	output [31:0] y);
	wire [31:0] a_internal, b_internal;
	assign y = (select) ? b : a;
endmodule
module mux2RegD(
	input select,
	input[4:0] a,b,
	output [4:0] y);
	assign y = (select) ? b : a;
endmodule
module mux2Logic(
	input select,
	input[3:0] a,b,
	output [3:0] y);
	assign y = (select) ? b : a;
endmodule
module mux4Logic(
	input [1:0] select,
	input [3:0] a,b,c,d,
	output [3:0] y);
	assign y = select[1] ? (select[0] ? d : c) : (select[0] ? b : a);
endmodule
module mux4Data(
	input [1:0] select,
	input [31:0] a,b,c,d,
	output [31:0] y);
	assign y = select[1] ? (select[0] ? d : c) : (select[0] ? b : a);
endmodule
module RegFile (
    input [4:0] regA, regB, regD,
    input [31:0] data_to_w,
    input clk, RegWriteEn,
    output [31:0] regA_data, regB_data);
    reg [31:0] regfile [31:0];
    integer i;
    initial begin
        for (i=1; i<32; i=i+1) begin
            regfile[i]=i*10;
	    end
    end
    always @(posedge clk)begin
	    if (RegWriteEn) 
	 	    regfile[regD] <= data_to_w;
        regfile[0]=0;
    end
    assign regA_data = regfile[regA];
    assign regB_data = regfile[regB];
endmodule
module control (
    input clk,reset,
    input [31:0] instruction,
    input block_pipe_data_cache,
    input block_pipe_instr_cache,
    output reg ALU_REG_DEST,
    output reg is_branch,
    output reg MEM_R_EN, MEM_W_EN,
    output reg MEM_TO_REG,
    output reg WB_EN,
    output reg [1:0] ALU_OP,
    output reg [4:0] regA, regB, regD,
    output reg EN_REG_FETCH, EN_REG_DECODE, EN_REG_ALU, EN_REG_MEM,
    output reg is_immediate,
    output reg [31:0] inject_nop,
    output reg injecting_nop
    );
    wire [5:0] FUNCTION_INT;
    assign FUNCTION_INT = instruction [31:26];
    assign regA = instruction [25:21];
    reg [1:0] ALU_OP_internal;
    always @ ( * ) begin 
        case({FUNCTION_INT})
            6'b000000: begin
                WB_EN <= 1;
                ALU_REG_DEST <= 1;
                is_branch <= 0;
                MEM_R_EN <= 0;
                MEM_W_EN <= 0;
                MEM_TO_REG <= 0;
                ALU_OP <= 2'b10;
                regD <= instruction[15:11];
                regB <= instruction[20:16];
                is_immediate  <= 0;
            end
            6'b000001: begin
                WB_EN <= 0;
                ALU_REG_DEST <= 1;
                is_branch <= 0;
                MEM_R_EN <= 0;
                MEM_W_EN <= 0;
                MEM_TO_REG <= 0;
                ALU_OP <= 2'b10;
                regD <= instruction[15:11];
                regB <= instruction[20:16];
                is_immediate  <= 0;
            end
            6'b000010: begin
                WB_EN <= 1;
                ALU_REG_DEST <= 1;
                is_branch <= 0;
                MEM_R_EN <= 0;
                MEM_W_EN <= 0;
                MEM_TO_REG <= 0;
                ALU_OP <= 2'b11;
                regD <= instruction[20:16];
                regB <= 6'b000000;
                is_immediate  <= 1;
            end
            6'b000011: begin
                WB_EN <= 1;
                ALU_REG_DEST <= 0;
                is_branch <= 0;
                MEM_R_EN <= 1;
                MEM_W_EN <= 0;
                MEM_TO_REG <= 1;
                ALU_OP <= 2'b00;
                regD <= instruction[20:16];
                regB <= 6'b000000;
                is_immediate  <= 1;
            end
            6'b000100: begin
                WB_EN <= 1;
                ALU_REG_DEST <= 0;
                is_branch <= 0;
                MEM_R_EN <= 1;
                MEM_W_EN <= 0;
                MEM_TO_REG <= 1;
                ALU_OP <= 2'b00;
                regD <= instruction[20:16];
                regB <= 6'b000000;
                is_immediate  <= 1;
            end
            6'b000101: begin
                WB_EN <= 0;
                ALU_REG_DEST <= 1;
                is_branch <= 0;
                MEM_R_EN <= 0;
                MEM_W_EN <= 1;
                MEM_TO_REG <= 0;
                ALU_OP <= 2'b00;
                regB <= instruction[20:16];
                regD <= 6'b000000;
                is_immediate  <= 1;
            end
            6'b000110: begin
                WB_EN <= 0;
                ALU_REG_DEST <= 1;
                is_branch <= 0;
                MEM_R_EN <= 0;
                MEM_W_EN <= 1;
                MEM_TO_REG <= 0;
                ALU_OP <= 2'b00;
                regB <= instruction[20:16];
                regD <= 6'b000000;
                is_immediate  <= 1;
            end
            6'b000111: begin
                WB_EN <= 1;
                ALU_REG_DEST <= 0;
                is_branch <= 0;
                MEM_R_EN <= 0;
                MEM_W_EN <= 0;
                MEM_TO_REG <= 0;
                ALU_OP <= 2'b00;
                regD <= instruction[20:16];
                regB <= 6'b000000;
                is_immediate  <= 0;
            end
            6'b001000: begin
                WB_EN <= 1;
                ALU_REG_DEST <= 0;
                is_branch <= 0;
                MEM_R_EN <= 0;
                MEM_W_EN <= 0;
                MEM_TO_REG <= 0;
                ALU_OP <= 2'b00;
                regD <= instruction[20:16];
                regB <= 6'b000000;
                is_immediate  <= 0;
            end
            6'b001001: begin
                WB_EN <= 1;
                ALU_REG_DEST <= 1;
                is_branch <= 1;
                MEM_R_EN <= 0;
                MEM_W_EN <= 0;
                MEM_TO_REG <= 0;
                ALU_OP <= 2'b01;
                regD <= 6'b000000;
                regB <= instruction[20:16];
                is_immediate  <= 1;
            end
            6'b001010: begin
                WB_EN <= 0;
                ALU_REG_DEST <= 1;
                is_branch <= 1;
                MEM_R_EN <= 0;
                MEM_W_EN <= 0;
                MEM_TO_REG <= 0;
                ALU_OP <= 2'b01;
                regD <= 6'b000000;
                regB <= instruction[20:16];
                is_immediate  <= 0;
            end
            6'b001011: begin
                WB_EN <= 0;
                ALU_REG_DEST <= 1;
                is_branch <= 1;
                MEM_R_EN <= 0;
                MEM_W_EN <= 0;
                MEM_TO_REG <= 0;
                ALU_OP <= 2'b01;
                regD <= 6'b000000;
                regB <= instruction[20:16];
                is_immediate  <= 0;
            end
            6'b001100: begin
                WB_EN = 1;
                ALU_REG_DEST = 1;
                is_branch = 0;
                MEM_R_EN = 0;
                MEM_W_EN = 0;
                MEM_TO_REG = 0;
                ALU_OP = 2'b10;
                is_immediate  <= 0;
            end
            6'b001101: begin
                WB_EN <= 1;
                ALU_REG_DEST <= 1;
                is_branch <= 0;
                MEM_R_EN <= 0;
                MEM_W_EN <=0;
                MEM_TO_REG <=0;
                ALU_OP <= 2'b10;
                is_immediate  <= 0;
            end
            6'b001110: begin
                WB_EN <= 1;
                ALU_REG_DEST <= 1;
                is_branch <= 0;
                MEM_R_EN <= 0;
                MEM_W_EN <=0;
                MEM_TO_REG <=0;
                ALU_OP <= 2'b10;
                is_immediate  <= 0;
            end
            default: begin
                WB_EN <= 0;
                ALU_REG_DEST <= 0;
                is_branch <= 0;
                MEM_R_EN <= 0;
                MEM_W_EN <=0;
                MEM_TO_REG <=0;
                ALU_OP <= 2'b10;
                is_immediate  <= 0;
            end
        endcase
        if (block_pipe_instr_cache == 1'b1) begin
            EN_REG_FETCH = 0;
            EN_REG_DECODE = 1;
            EN_REG_ALU = 1;
            EN_REG_MEM = 1;
            injecting_nop = 1'b1;
             WB_EN =0; 
        end
        else begin
            EN_REG_FETCH = 1;
            injecting_nop = 1'b0;
        end
        if (block_pipe_data_cache  == 1'b1) begin
            EN_REG_FETCH = 0;
            EN_REG_DECODE = 0;
            EN_REG_ALU = 0;
            EN_REG_MEM = 0;
            WB_EN =0; 
        end
        else if (block_pipe_data_cache  == 1'b0 && block_pipe_instr_cache == 1'b0) begin
            EN_REG_FETCH = 1;
            EN_REG_DECODE = 1;
            EN_REG_ALU = 1;
            EN_REG_MEM = 1;     
        end
    end 
    always @ (reset) begin
        if (reset == 1) begin
            EN_REG_FETCH = 1;
            EN_REG_DECODE = 1;
            EN_REG_ALU = 1;
            EN_REG_MEM = 1;
            inject_nop= 32'b0;
            injecting_nop = 1'b0;
        end
    end 
endmodule  
module decode_stage(
    input clk,reset,flush,
    input [31:0] PCNEXT_init,
    input [31:0] instruction,
    input [4:0] registerD,
    input [31:0]registerD_data,
    input RegW_en,
    input EN_REG,
    input block_pipe_data_cache,
    input block_pipe_instr_cache,
    output reg [31:0] RegAdata,
    output reg [31:0] RegBdata,
    output reg [31:0] lower_half_instruction,
    output reg [31:0] PCNEXT,
    output reg WB_EN, MEM_R_EN, MEM_W_EN,
    output reg [4:0] regD_reg,
    output reg [4:0] regD_imme,
    output reg ALU_REG_DEST,
    output reg is_BRANCH,
    output reg [5:0] FUNCTION,
    output reg [4:0] regA, regB,
    output reg MEM_TO_REG,
    output reg [1:0] ALU_OP,
    output reg EN_REG_FETCH, EN_REG_DECODE, EN_REG_ALU, EN_REG_MEM,
    output reg is_immediate    );
    wire [31:0] instruction_internal,lower_half_instruction_internal;
    wire [31:0] PC_internal,PCnext_internal;
    wire [31:0] regAdata_internal,regBdata_internal;
    wire [4:0] regD_reg_internal, regD_imme_internal;
    wire ALU_REG_DEST_INT, IS_BRANCH_INT;
    wire MEM_R_EN_INT, MEM_W_EN_INT, MEM_TO_REG_INT, WB_EN_INT;
    wire [1:0] ALU_OP_INT;
    wire [5:0] FUNCTION_INT;
    wire [4:0] regA_int, regB_int, regD_init,regD_int;
    wire EN_REG_FETCH_INT, EN_REG_DECODE_INT, EN_REG_ALU_INT, EN_REG_MEM_INT;
    wire is_immediate_int;
    wire [31:0] inject_nop;
    wire injecting_nop;
    assign EN_REG_FETCH = EN_REG_FETCH_INT;
    assign EN_REG_DECODE = EN_REG_DECODE_INT;
    assign EN_REG_ALU = EN_REG_ALU_INT;
    assign EN_REG_MEM = EN_REG_MEM_INT;
    assign FUNCTION_INT = instruction [31:26];
    control control(
        .clk(clk),
        .reset(reset),
        .instruction(instruction),
        .ALU_REG_DEST(ALU_REG_DEST_INT),
        .is_branch(IS_BRANCH_INT),
        .MEM_R_EN(MEM_R_EN_INT),
        .MEM_W_EN(MEM_W_EN_INT),
        .MEM_TO_REG(MEM_TO_REG_INT),
        .WB_EN(WB_EN_INT),
        .regA(regA_int),
        .regB(regB_int),
        .regD(regD_int),
        .ALU_OP(ALU_OP_INT),
        .EN_REG_FETCH(EN_REG_FETCH_INT),
        .EN_REG_DECODE(EN_REG_DECODE_INT),
        .EN_REG_ALU(EN_REG_ALU_INT),
        .EN_REG_MEM(EN_REG_MEM_INT),
        .is_immediate(is_immediate_int),
        .block_pipe_instr_cache(block_pipe_instr_cache),
        .block_pipe_data_cache(block_pipe_data_cache),
        .inject_nop(inject_nop),
        .injecting_nop(injecting_nop)
    );
    RegFile registers(
        .clk(clk),
        .regA(regA_int),
        .regB(regB_int),
        .regD(registerD),
        .data_to_w(registerD_data),
        .RegWriteEn(RegW_en),
        .regA_data(regAdata_internal),
        .regB_data(regBdata_internal)
    );
    mux2Data nop_injection(
        .a(instruction),
        .b(inject_nop),
        .y(instruction_internal),
        .select(injecting_nop)
    );
    assign lower_half_instruction_internal = { 16'b0, instruction_internal[15:0] };
    assign regD_reg_internal = instruction_internal[20:16];
    assign regD_imme_internal = instruction_internal[15:11];
    always @ (posedge clk) begin
        if (reset) begin
            RegAdata <= 0;
            RegBdata <= 0;
            lower_half_instruction  <= 0;
            PCNEXT <= 0;
            WB_EN <= 0;
            MEM_R_EN <= 0;
            MEM_W_EN <= 0;
            regD_reg  <= 0;
            regD_imme  <= 0;
            ALU_REG_DEST <= 0;
            is_BRANCH <= 0;
            MEM_R_EN <= 0;
            MEM_W_EN <= 0;
            MEM_TO_REG <= 0;
            WB_EN <= 0;
            FUNCTION <= 6'b000000;
            regA  <= 5'b00000;
            regB <= 5'b00000;
            ALU_OP <= 0;
            is_immediate <= 0;
        end
        else begin
            if (flush) begin
                RegAdata <= 0;
                RegBdata <= 0;
                lower_half_instruction  <= 0;
                PCNEXT <= 0;
                WB_EN <= 0;
                MEM_R_EN <= 0;
                MEM_W_EN <= 0;
                regD_reg  <= 0;
                regD_imme  <= 0;
                ALU_REG_DEST <= 0;
                is_BRANCH <= 0;
                MEM_R_EN <= 0;
                MEM_W_EN <= 0;
                MEM_TO_REG <= 0;
                WB_EN <= 0;
                FUNCTION <= 6'b000000;
                regA  <= 5'b00000;
                regB <= 5'b00000;
                ALU_OP <= 0;
                is_immediate <= 0;
            end
            else if (EN_REG) begin
                RegAdata <= regAdata_internal;
                RegBdata <= regBdata_internal;
                lower_half_instruction  <= lower_half_instruction_internal;
                PCNEXT<= PCNEXT_init;
                WB_EN <= WB_EN_INT;
                MEM_R_EN <= MEM_R_EN_INT;
                regD_reg <= regD_int;
                regD_imme <= regD_imme_internal;
                ALU_REG_DEST <= ALU_REG_DEST_INT;
                is_BRANCH <= IS_BRANCH_INT;
                MEM_R_EN <= MEM_R_EN_INT;
                MEM_TO_REG <= MEM_TO_REG_INT;
                FUNCTION <= FUNCTION_INT;
                regA  <= regA_int;
                regB <= regB_int;
                ALU_OP <= ALU_OP_INT;
                is_immediate <= is_immediate_int;
            end
        end
    end
endmodule
==> ./run.sh <==
#!/bin/bash
# OpenROAD 26Q1-2900-gdf79404cd8, Yosys 0.63+post, stock flow scripts
make -C /OpenROAD-flow-scripts/flow DESIGN_CONFIG=/design/flow/config.mk WORK_HOME=/design/flow/orfs finish
==> ./config.mk <==
export PLATFORM = sky130hd
export DESIGN_NAME = decode_stage
export DESIGN_NICKNAME = decode_stage
export VERILOG_FILES = /design/flow/design.v
export SDC_FILE = /design/flow/constraint.sdc
export NUM_CORES = 4
export LEC_CHECK = 1
export CORE_UTILIZATION = 30
==> ./constraint.sdc <==
current_design decode_stage

set clk_period 9.8
set clk_io_pct 0.2

create_clock -name clk0 -period $clk_period [get_ports {clk}]

set non_clock_inputs [all_inputs -no_clocks]
set_input_delay [expr $clk_period * $clk_io_pct] -clock clk0 $non_clock_inputs
set_output_delay [expr $clk_period * $clk_io_pct] -clock clk0 [all_outputs]
==> flow_metrics.rpt <==
==== FLOW RESULTS ====
----------------------------------------------------
[Hold path]
  Start point of the worst min-delay path ........................ is_BRANCH
  Min-Delay Endpoint ........................ is_BRANCH
  Hold-critical path depth ........................ 2
  Path type of the worst min-delay path ........................ reg -> reg

[Status]
  Status ........................ finished clean

[Worst setup path]
  Arrival time reported for the critical path endpoint ........................ 5100 ps
  Endpoint of the worst-slack reg-to-reg timing path ........................ RegBdata[26]
  Crit-path most repeated cell ........................ sky130_fd_sc_hd__buf_4
  Cell with the largest stage delay on the worst path ........................ sky130_fd_sc_hd__buf_4
  Crit-path max FO ........................ 43
  Cell Chain, Critical Path ........................ buf_8 > buf_4 > buf_4 > nor2b_4 > buf_4 > a22oi_1 > o21ai_0 > a221oi_1 > a21oi_1
  Number of buffer and inverter stages on the critical path ........................ 4
  Critical path startpoint category ........................ primary input
  Required @ worst endpoint ........................ 10390 ps
  Crit-path max cell delay ........................ 670 ps
  WS Path Type ........................ in -> reg
  Kind of end point of the critical path ........................ flop
  Start of the worst register-to-register path ........................ registers.regfile[11][26]
  Cell count of the worst reg-to-reg path ........................ 5
  Reg-to-reg setup timing slack ........................ 8050 ps
  Top Family by Delay on Critical Path ........................ buffers and inverters

[Pwr]
  Switching fraction of total power ........................ 0.226
  Maximum resistive drop on vdd ........................ 171 uV
  Net switching component of the power ........................ 2.43 mW
  Part of the power in the clock network ........................ 0.417
  P per Cell Area ........................ 176 nW/um^2
  Leakage power summed over all cells ........................ 20.2 nW
  Combinational share of power ........................ 0.082
  Cell-internal power ........................ 8.31 mW
  Sequential Power Share ........................ 0.501

[Clock network]
  Worst skew pair latency ........................ 730 ps
  CTS Hold Bufs ........................ 0
  Buffers inserted by post-CTS timing repair ........................ 0
  CTS tree ........................ done
  CTS Buf Count ........................ 111
  Number of gates given a new drive strength after cts ........................ 0
  Maximum clock insertion buffer count ........................ 3
  CTS root buffer ........................ sky130_fd_sc_hd__clkbuf_16
  Post-CTS clock slew at the launch and capture registers of the worst setup and hold paths ........................ 60 ps
  H-Tree Level Count ........................ 3

[Synthesis]
  Yosys chip area ........................ 51900 um^2
  Main area contributors ........................ sky130_fd_sc_hd__edfxtp_1, sky130_fd_sc_hd__mux4_2, sky130_fd_sc_hd__mux2i_1
  Cell taking the most area after synthesis ........................ sky130_fd_sc_hd__edfxtp_1
  Post-synth design cell area ........................ 51900 um^2
  Avg Inst Size Synth ........................ 16.3 um^2
  Dominant register cell ........................ sky130_fd_sc_hd__edfxtp_1
  Count of mapped cells out of synthesis ........................ 3180
  Portion of synthesized cell area occupied by the leading cell type ........................ 0.575
  Async set-reset flop share out of synthesis ........................ 0
  Count of cell types in the netlist ........................ 51
  Flip-flops with a built-in enable ........................ 992
  Ys cells ........................ 3180
  Synth warn ........................ 16
  Register bit count reported by yosys ........................ 1142

[Detailed routing]
  Vias ........................ 30900
  Vias per cell ........................ 5.31
  Number of remaining DRC errors ........................ 0
  Detail-routed net length per standard cell ........................ 27.4 um
  Post-route antenna net violation count ........................ 0
  Number of violations reported at the end of detailed-routing iteration 0 ........................ 1997
  Pre-antenna DRT Iters ........................ 5
  Detailed Route WL ........................ 160 mm
  Number of antenna cells inserted ........................ 0

[Timing]
  PnR worst setup slack ........................ 5290 ps
  Worst relative slew slack ........................ 0.309
  Count of pins over their slew limit ........................ 0
  Final hold violation count ........................ 0
  RSZ-0062 raised after global routing ........................ false
  Slew at the pin with the worst max-slew slack ........................ 1030 ps
  Min Clock Period, post-route ........................ 4510 ps
  Fmax ........................ 222 MHz
  Post-route setup TNS ........................ 0 ps
  Endpoints left unconstrained ........................ 10
  # setup viols final ........................ 0
  Share of the clock period used by the worst path ........................ 0.461
  Worst clock skew on the final layout ........................ 47.6 ps
  Number of register pins that no clock reaches ........................ 10

[Place]
  HPWL reported at the end of detailed placement ........................ 97.2 mm
  Placement Cell Area ........................ 57100 um^2
  Post-placement cell count ........................ 5611
  Number of buffers inserted by port buffering ........................ 253
  Post-placement setup slack ........................ 4500 ps
  Last weighted congestion value of the routability-driven placer ........................ 0.889

[Global route]
  Total track usage ........................ 0.193
  Wire length of the first global-routing pass ........................ 229 mm
  Maximum number of pins on one net before global-route repair ........................ 95
  Total grt overflow ........................ 0
  Initial antenna violation count ........................ 4
  Vias in the first global route ........................ 33000

[Floorplan]
  Total die size ........................ 175000 um^2
  Die width ........................ 418 um
  # rows ........................ 152
  Fp_density ........................ 0.302
  Height of the die ........................ 418 um
  Core area ........................ 172000 um^2
  Number of primary I/O pins ........................ 275

[Layout]
  Largest Register ........................ registers.regfile
  Share of cells above drive strength 1 ........................ 0.217
  Number of flip-flops in the largest register ........................ 992
  Post-Route Utilization ........................ 0.355
  Final cell count without fillers ........................ 5823
  Synth-to-layout area growth ........................ 17.5%
  Number of inserted filler cells in the final layout ........................ 16000
  Final design instance area without fill ........................ 60900 um^2

[Job]
  MaxCap Viol Count ........................ 0
  Total tool warning count ........................ 26

----------------------------------------------------
-- metal layers --
layer / track usage / part of all wire
met1: 0.219 / 0.34
met2: 0.311 / 0.50
met3: 0.104 / 0.12
met4: 0.0694 / 0.045
met5: 0.00222 / 0.00046
-- cell usage after synthesis (60+ instances only) --
cell and instances:
sky130_fd_sc_hd__o22ai_1 60, sky130_fd_sc_hd__a21oi_1 111, sky130_fd_sc_hd__mux4_2 306, sky130_fd_sc_hd__mux2_2 83
sky130_fd_sc_hd__inv_1 73, sky130_fd_sc_hd__buf_4 78, sky130_fd_sc_hd__a22oi_1 178, sky130_fd_sc_hd__dfxtp_1 140
sky130_fd_sc_hd__buf_2 71, sky130_fd_sc_hd__edfxtp_1 992, sky130_fd_sc_hd__clkbuf_1 96, sky130_fd_sc_hd__nand2_1 96
sky130_fd_sc_hd__nor2_1 124, sky130_fd_sc_hd__mux2i_1 406
-- how the worst max path moves through the flow --
stage / from / end / slack, ps / depth (start not counted)
CTS: instruction[21] / RegAdata[31] / 5280 / 9
global route: instruction[21] / RegAdata[22] / 4960 / 9
finish: instruction[21] / RegAdata[9] / 5290 / 9
-- layout by cell type, fill, tap and decap left out, drive strengths merged, types with 76 or more instances in the layout --
| cell | n |
|---|---|
| a21oi | 112 |
| a22oi | 178 |
| buf | 129 |
| clkbuf | 153 |
| clkdlybuf4s50 | 248 |
| dfxtp | 140 |
| edfxtp | 992 |
| inv | 76 |
| mux2 | 84 |
| mux2i | 406 |
| mux4 | 306 |
| nand2 | 96 |
| nor2 | 124 |
-- power by group through the flow --
stage         Sequential, mW  Combinational, mW  Clock [mW]
global route            5.38              0.945        4.73
CTS                     5.38              0.887        4.56
finish                  5.38              0.882        4.48
-- logic make-up after synthesis --
kind of cell | count (synthesis) | synth area share
multiplexers | 796 | 0.230
AND-OR/OR-AND | 573 | 0.0767
flip-flops | 1132 | 0.629
buffers and inverters | 377 | 0.0377
XOR/XNOR | 2 | 0.000338
latches | 10 | 0.00290
AND/OR/NAND/NOR | 288 | 0.0242
other | 2 | 0.000145
-- worst register-to-register path, stage by stage (launching register included) --
cell                       delay, ps
sky130_fd_sc_hd__edfxtp_1        380
sky130_fd_sc_hd__mux4_2          470
sky130_fd_sc_hd__nand2_1         100
sky130_fd_sc_hd__o21ai_0         150
sky130_fd_sc_hd__a221oi_1        370
sky130_fd_sc_hd__a21oi_1         110
-- metrics by stage --
stage               total power, mW  hold slack (ps)
floorplan                      5.99              417
finish                         10.7              451
CTS                            10.8              450
global route                   11.1              476
global placement               6.36              442
detailed placement             6.36              445
-- final cells by class --
cell class / count / area [um^2] / area share
clock buffer: 153 / 3210 / 0.0527
clock inverter: 59 / 662 / 0.0109
inverter: 102 / 384 / 0.00630
multi-input combinational: 1680 / 17500 / 0.288
sequential: 1142 / 32800 / 0.537
tap: 2310 / 2890 / 0.0474
timing repair buffer: 377 / 3520 / 0.0577
No activity file was given, so power comes from the tool's default toggle rates.
