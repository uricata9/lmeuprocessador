==> /design/flow/run.sh <==
#!/bin/bash
# OpenROAD 26Q1-2900-gdf79404cd8, Yosys 0.63+post, stock flow scripts
make -C /OpenROAD-flow-scripts/flow DESIGN_CONFIG=/design/flow/config.mk WORK_HOME=/design/flow/orfs finish
==> /design/flow/config.mk <==
export PLATFORM = sky130hd
export DESIGN_NAME = alu_stage
export DESIGN_NICKNAME = alu_stage
export VERILOG_FILES = /design/flow/design.v
export SDC_FILE = /design/flow/constraint.sdc
export NUM_CORES = 4
export LEC_CHECK = 1
export CORE_UTILIZATION = 30
==> /design/flow/constraint.sdc <==
current_design alu_stage

set clk_period 13.6
set clk_io_pct 0.2

create_clock -name clk0 -period $clk_period [get_ports {clk}]

set non_clock_inputs [all_inputs -no_clocks]
set_input_delay [expr $clk_period * $clk_io_pct] -clock clk0 $non_clock_inputs
set_output_delay [expr $clk_period * $clk_io_pct] -clock clk0 [all_outputs]
==> /design/flow/design.v <==
module ALU(
    input [31:0] regA,regB,
    input [3:0] aluoperation,
    output reg [31:0] regD,
    output reg zero,lt,gt,
    output reg is_comp);
    always@(aluoperation,regA,regB) begin 
        case (aluoperation)
            4'b0000 : regD = regA | regB;  
            4'b0001 : regD = regA & regB;  
            4'b0010 : regD = regA + regB;  
            4'b0100 : regD = regA ^ regB;  
            4'b0110 : regD = regA - regB;  
            4'b0111 : regD = {31'b0,lt};  
        default : regD = regA + regB;  
        endcase
        if(regA>regB) begin
            gt = 1'b1;
            lt = 1'b0; 
        end 
        else if(regA<regB) begin
            gt = 1'b0;
            lt = 1'b1;  
        end
        if (aluoperation == 4'b1000)
            is_comp = 1'b1;
        else
            is_comp = 1'b0;
        if (regD==32'd0) zero=1'b1;
        else zero=1'b0;
    end
endmodule
module mux2Data(
	input select,
	input [31:0] a,b,
	output [31:0] y);
	wire [31:0] a_internal, b_internal;
	assign y = (select) ? b : a;
endmodule
module mux2RegD(
	input select,
	input[4:0] a,b,
	output [4:0] y);
	assign y = (select) ? b : a;
endmodule
module mux2Logic(
	input select,
	input[3:0] a,b,
	output [3:0] y);
	assign y = (select) ? b : a;
endmodule
module mux4Logic(
	input [1:0] select,
	input [3:0] a,b,c,d,
	output [3:0] y);
	assign y = select[1] ? (select[0] ? d : c) : (select[0] ? b : a);
endmodule
module mux4Data(
	input [1:0] select,
	input [31:0] a,b,c,d,
	output [31:0] y);
	assign y = select[1] ? (select[0] ? d : c) : (select[0] ? b : a);
endmodule
module alu_control (
    input [5:0] alu_function,
    input [1:0] alu_op,
    output reg [3:0] alu_control
    );
    always @(alu_function) begin
        if (alu_op == 2'b10) begin
            case (alu_function)
                6'b000000: alu_control = 4'b0000;  
                6'b000001: alu_control = 4'b0001;  
                6'b000010: alu_control = 4'b0010;  
                6'b000100: alu_control = 4'b0100;  
                6'b000110: alu_control = 4'b0110;  
                6'b000111: alu_control = 4'b0111;  
                6'b001000: alu_control = 4'b1000;  
            endcase
        end
        else begin
            alu_control = 4'b0010;  
        end
    end
endmodule  
module alu_stage(
    input clk, reset, 
    input [4:0] mem_regD, wb_regD,
    input RegW_en_mem, RegW_en_wb,
    input [31:0] regAdata_init,regBdata_init,
    input [4:0] reg_s,reg_t,
    input [31:0] regFromWB, regFromMem,
    input [31:0] lower_half_instruction,
    input WB_EN_INIT, MEM_R_EN_INIT, MEM_W_EN_INIT,
    input [31:0] PCNEXT_init,
    input [1:0] ALU_OP,
    input REG_DEST,
    input [4:0] regD_reg,
    input [4:0] regD_imme,
    input is_BRANCH_init,
    input EN_REG,
    input MEM_TO_REG_INIT,
    input [5:0] FUNCTION,
    input is_immediate,
    output reg MEM_TO_REG,
    output reg [31:0] regDdata, regBdata,
    output reg zero,  
    output reg WB_EN, MEM_R_EN, MEM_W_EN,
    output reg [31:0] PCNEXT,
    output reg is_BRANCH,
    output reg [4:0] regD
    );
    wire [31:0] unused_data;
    wire [31:0] regDdata_internal;
    wire [31:0] regBdata_internal,regBdata_pre_internal;
    wire [31:0] regAdata_internal;
    wire [31:0] immediate;
    wire zero_internal;
    wire [4:0] regD_internal;
    wire [1:0] selMuxRegA, selMuxRegB;
    wire lt,gt;
    wire [3:0] alu_control_int;
    wire [31:0] PC_NEXT_INTERNAL;
    wire [5:0] FUNCTION_TO_ALU;
    assign immediate = lower_half_instruction;
    assign FUNCTION_TO_ALU = lower_half_instruction [5:0];
    assign PC_NEXT_INTERNAL = PCNEXT_init + (lower_half_instruction << 2);
    assign unused_data = 32'h0000;
    alu_control alu_controller(
        .alu_function(FUNCTION_TO_ALU),
        .alu_op(ALU_OP),
        .alu_control(alu_control_int)
    );
    forwarding_unit forward_logic(
        .RegW_en_mem(RegW_en_mem),
        .RegW_en_wb(RegW_en_wb),
        .mem_regD(mem_regD),
        .wb_regD(wb_regD),
        .reg_s(reg_s),
        .reg_t(reg_t),
        .selMuxRegA(selMuxRegA),
        .selMuxRegB(selMuxRegB)
    );
    mux2RegD muxRegD (
        .select(REG_DEST),
        .a(regD_imme),
        .b(regD_reg),
        .y(regD_internal)
    );
    mux4Data muxRegA (
        .select(selMuxRegA),
        .a(regAdata_init),
        .b(regFromWB),
        .c(regFromMem),
        .d(unused_data),
        .y(regAdata_internal)
    );
    mux2Data muxImmeRegB(
        .select(is_immediate),
        .a(regBdata_init),
        .b(immediate),
        .y(regBdata_pre_internal)
    );
    mux4Data muxRegB (
        .select(selMuxRegB),
        .a(regBdata_pre_internal),
        .b(regFromWB),
        .c(regFromMem),
        .d(unused_data),
        .y(regBdata_internal)
    );
    ALU alu(
        .regA(regAdata_internal),
        .regB(regBdata_internal),
        .aluoperation(alu_control_int),
        .regD(regDdata_internal),
        .zero(zero_internal),
        .lt(lt),
        .gt(gt)
    );
    always @ (posedge clk) begin
        if (reset) begin
            WB_EN <= 0;
            MEM_R_EN <= 0;
            MEM_W_EN <= 0;
            regDdata <= 0;
            zero <= 0;
            regBdata <= 0;
            PCNEXT <= 0;
            regD <= 0;
            is_BRANCH <= 0;
            MEM_TO_REG <= 0;
        end
        else if (EN_REG) begin
            WB_EN <= WB_EN_INIT;
            MEM_R_EN <= MEM_R_EN_INIT;
            MEM_W_EN <= MEM_W_EN_INIT;
            regDdata <= regDdata_internal;
            regBdata <= regBdata_internal;
            zero <= zero_internal;
            PCNEXT <= PC_NEXT_INTERNAL;
            regD <= regD_internal;
            is_BRANCH <= is_BRANCH_init;
            MEM_TO_REG <= MEM_TO_REG_INIT;
        end
    end
endmodule
module forwarding_unit(
    input RegW_en_mem, RegW_en_wb,
    input [4:0] mem_regD, wb_regD,
    input [4:0] reg_s, reg_t,
    output reg [1:0] selMuxRegA, selMuxRegB
);
always @(mem_regD) begin
        if (RegW_en_mem == 1 && mem_regD != 0) begin
            if ( mem_regD == reg_s ) begin
                selMuxRegA <= 2'b10;
                selMuxRegB <= 2'b00;
            end
            if ( mem_regD == reg_t ) begin
                selMuxRegB <= 2'b10;
                selMuxRegA <= 2'b00;
            end
        end
        else if (RegW_en_wb == 1 && wb_regD != 0) begin
            if (!(RegW_en_mem == 1 && mem_regD != 0)  && (mem_regD == reg_s )) begin
                if ( wb_regD == reg_s ) begin
                    selMuxRegA <= 2'b01;
                    selMuxRegB <= 2'b00;
                end
            end 
            if (!(RegW_en_mem == 1 && mem_regD != 0)  && (mem_regD == reg_t )) begin
                if ( wb_regD == reg_t ) begin
                    selMuxRegB <= 2'b01;
                    selMuxRegA <= 2'b00;
                end
            end
        end
        else begin
            selMuxRegB <= 2'b00;
            selMuxRegA <= 2'b00;
        end
    end
endmodule
==> GITHUB_STEP_SUMMARY <==
## Synthesis and layout report

| Metric | Value |
|---|---|
| Cell Area, Synth | 0.0127 mm^2 |
| Clock transition at path regs | 0.08 ns |
| Delay-heaviest family, CP | simple AND/OR/NAND/NOR gates |
| Worst Skew | 0 ns |
| Clock Path Buffers | 2 |
| Placed cells | 2507 |
| Tmin final | 8.16 ns |
| Flops after synth | 116 |
| Worst vdd ir | 0.0000558 V |
| Dominant comb cell | AND-OR/OR-AND gates |
| Total Power | 1.32 mW |
| Die area | 0.0432 mm^2 |
| Worst Tran Pin Value | 0.887 ns |
| DRC viols | 0 |
| Ys flop type | dfxtp_1 |
| Depth of the CTS H-tree | 3 |
| Met3 wire length | 3.53 mm |
| Worst hold path class | flop to flop |
| Met1 wire length | 24.4 mm |
| Final setup TNS | 0 ns |
| Largest regs | PCNEXT x32, regBdata x32, regDdata x32 |
| Synth area leader | dfxtp_1 |
| Most numerous logic cells after layout | clkdlybuf4s50_1, nor2_1, a21oi_1, ha_1, inv_1 |
| Unrepaired setup endpoints after global routing | no |
| EDFF count, synth | 0 |
| PostCTS Resize Cnt | 0 |
| Final Wtd Congestion | 0.951 |
| Crit-path cells | clkdlybuf4s50_1 > mux2i_1 > nor2_1 > a21oi_1 > nor2_1 > a21oi_1 > inv_1 > fa_1 > nand2b_1 > a21oi_1 > o22ai_2 > and2_1 > o32ai_1 > nand2_1 > or4_1 > nor4_1 > nand4_1 > nor3_2 > nand4_1 > o21ai_1 |
| Num ports | 349 |
| Layout Cells excl Fill | 2523 |
| First-pass iteration count of the detailed router | 8 |
| Power per cell area | 78.9 mW/mm^2 |
| Cells after synthesis | 1703 |
| Max_slew headroom | 40.3% |
| CP arrival | 8.47 ns |
| Crit-path max cell delay | 0.61 ns |
| Worst setup path category | input port to flop |
| Skew-Pair Late Insertion Delay | 0.36 ns |
| Postcts setup bufs | 0 |
| CTS buffer count | 9 |
| DP HPWL | 42.6 mm |
| Die width | 208 um |
| Max cap viols | 0 |
| Root buffer cell | clkbuf_16 |
| Most numerous logic cell after layout | clkdlybuf4s50_1 |
| Number of global-route vias before repair | 13.2k |
| # rows | 75 |
| Endpoints left unconstrained | 9 |
| Fp_density | 30.3% |
| Gr ovfl total | 0 |
| Most used cell, CP | a21oi_1 |
| Vias | 13.7k |
| Yosys cell count | 1703 |
| Post-Route Utilization | 40.1% |
| Async SR Flop Fraction | 0% |
| Crit path DRT | 13.91 ns |
| FMAX | 0.123 GHz |
| YS warnings | 12 |
| Initial drt markers | 1071 |
| Die height | 208 um |
| Drt wl/cell | 21.3 um |
| Input/output buffers | 342 |
| Met2 routed WL | 24.2 mm |
| Yosys chip area | 0.0127 mm^2 |
| Hold_buf cts | 0 |
| XOR/XNOR Area Share | 4.55% |
| Vias per inst | 5.41 |
| Slowest CP cell | clkdlybuf4s50_1 |
| Multiplexer area fraction after synthesis | 9.03% |
| Part of the cycle the worst path needs | 60.0% |
| Buf/Inv on CP | 2 |
| Routed wire length | 53.6 mm |
| Global-route wire length before repair | 80.5 mm |
| Layout cells sized above 1 | 4.69% |
| Simple share | 19.8% |
| P_leak | 6.86 nW |
| Antenna fix cells | 0 |
| Max-slew violations | 0 |
| Core area | 0.0419 mm^2 |
| Critical Path Start Type | input port |
| CTS tree | done |
| Cell variety after synth | 101 |
| Area Overhead vs Synth | 32.1% |
| Register pins left without a clock | 9 |
| Cell area leaders | dfxtp_1, ha_1, mux2i_1 |
| GRT Overall Usage | 24.8% |
| Highest Signal Layer | met5 |
| ANT nets after route | 0 |
| Largest net degree at the start of global routing | 68 |
| Post-Synth Adder-Cell Area | 13.2% |
| Tool Warnings | 96 |
| Fin. Hold Viols | 0 |
| Worst setup EP type | flop |
| Status | finished, final reports clean |
| Area share, top type | 16.9% |
| Compound-Gate Fraction of Synth Area | 28.1% |
| Final setup fails | 0 |
| Max FO, Critical Path | 8 |
| Syn_area_per_cell | 7.46 um^2 |
| Initial antenna violation count | 1 |
==> power by group <==
group          internal, mW  leakage (nW)  switching [mW]
logic                 0.312          5.76           0.368
registers             0.345         0.959          0.0189
clock network         0.134         0.144           0.146
==> per-stage QoR <==
| stage | cell area, um^2 | setup WS, ns | hold slack, ns |
|---|---|---|---|
| 2_1_floorplan | 12700 | 6.51 | 0.407 |
| 3_3_place_gp | 16500 | 5.15 | 0.452 |
| 3_5_place_dp | 16500 | 5.14 | 0.451 |
| 4_1_cts | 16800 | 5.49 | 0.467 |
| 5_1_grt | 16800 | 5.09 | 0.495 |
| 6_report | 16800 | 5.44 | 0.465 |
==> synth_stat cells, drive strengths merged, types with 5 or more instances <==
| library cell | n |
|---|---|
| a211oi | 67 |
| a21o | 21 |
| a21oi | 167 |
| a221oi | 13 |
| a22oi | 8 |
| a311oi | 6 |
| a31oi | 11 |
| and2 | 7 |
| and3 | 15 |
| buf | 32 |
| clkbuf | 68 |
| dfxtp | 107 |
| dlxtn | 9 |
| ha | 129 |
| inv | 113 |
| mux2i | 110 |
| nand2 | 91 |
| nand2b | 19 |
| nand3 | 29 |
| nand4 | 10 |
| nor2 | 241 |
| nor2b | 18 |
| nor3 | 52 |
| nor4 | 9 |
| o2111ai | 5 |
| o211ai | 15 |
| o21a | 20 |
| o21ai | 81 |
| o21bai | 13 |
| o221ai | 10 |
| o22ai | 10 |
| o311a | 5 |
| o311ai | 6 |
| o31ai | 11 |
| or3 | 9 |
| or4 | 11 |
| xnor2 | 46 |
| xor2 | 20 |
==> final timing paths <==
kind	endpoint	startpoint	depth (start not counted)	slack [ns]
setup reg to reg	regDdata[16]	regDdata[16]	2	12.79
setup / recovery	zero	lower_half_instruction[1]	20	5.44
hold reg to reg	zero	zero	2	0.46
hold / removal	zero	zero	2	0.46
==> area by class of cell <==
cell class / instances / area [um^2]
clock buffers: 10 / 239
clock inverters: 6 / 57.6
fillers: 4274 / 25100
inverters: 114 / 428
multi-input cells: 1373 / 9510
flip-flops and latches: 116 / 2280
well taps: 539 / 674
repair buffers: 365 / 3590
==> routing by layer <==
metal | vias to the layer above | global-route usage, %
met5 | - | 0
met4 | 2 | 5.49
met3 | 75 | 5.02
met2 | 468 | 39.3
met1 | 6405 | 34.9
li1 | 6709 | -
==> cells by family (layout without fill, tap and decap cells) <==
kind of cell / count (synthesis) / in the layout
AOI/OAI and AO/OA: 525 / 525
xor gates and xnor gates: 66 / 66
adders and majority gates: 132 / 132
buffers and inverters: 214 / 495
DFF: 107 / 107
latches: 9 / 9
muxes: 114 / 114
and+or+nand+nor: 536 / 536
==> worst register-to-register path, stage by stage (launching register included) <==
cell	delay, ns
dfxtp_1	0.43
nor2_1	0.06
a311oi_1	0.24
Power figures rest on the tool's default switching activity, not on a simulated workload.
