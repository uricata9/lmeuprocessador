--- /design/flow/design.v ---
module mux2Data(
	input select,
	input [31:0] a,b,
	output [31:0] y);
	wire [31:0] a_internal, b_internal;
	assign y = (select) ? b : a;
endmodule
module mux2RegD(
	input select,
	input[4:0] a,b,
	output [4:0] y);
	assign y = (select) ? b : a;
endmodule
module mux2Logic(
	input select,
	input[3:0] a,b,
	output [3:0] y);
	assign y = (select) ? b : a;
endmodule
module mux4Logic(
	input [1:0] select,
	input [3:0] a,b,c,d,
	output [3:0] y);
	assign y = select[1] ? (select[0] ? d : c) : (select[0] ? b : a);
endmodule
module mux4Data(
	input [1:0] select,
	input [31:0] a,b,c,d,
	output [31:0] y);
	assign y = select[1] ? (select[0] ? d : c) : (select[0] ? b : a);
endmodule
module fetch_stage(
    input [31:0] PCbranch,
    input clk,reset,writePCEn,flush,
    input BRANCH, 
    input EN_REG,
    input [127:0] instr_from_mem,
    input read_ready_from_mem,
    input written_data_ack_from_mem,
    output reg [31:0] PCnext,
    output reg [31:0] instruction,
    output reg reqI_mem,
    output reg [25:0] reqAddrI_mem);
    wire [31:0] PC_internal_plus_4, PC_internal_plus_4_int,PC_address_to_PC,instruction_internal;
    wire [31:0] PC_INTERNAL;
    reg cache_hit;
    int count_ready_next_inst;
    mux2Data muxSelectPC(
        .select(BRANCH),
        .a(PC_internal_plus_4),
        .b(PCbranch),
        .y(PC_address_to_PC)
    );
    assign PC_internal_plus_4 = PC_INTERNAL +4;
    instr_cache instr_cache(
        .clk(clk),
        .reset(reset),
        .flush(flush), 
        .mem_read(EN_REG),
        .address(PC_INTERNAL), 
        .readdata(instruction_internal),
        .data_from_mem(instr_from_mem),
        .read_ready_from_mem(read_ready_from_mem),
        .written_data_ack(written_data_ack_from_mem),
        .reqI_mem(reqI_mem),
        .reqAddrI_mem(reqAddrI_mem),
        .cache_hit(cache_hit)
    );
    flipflop PC(
        .clk(clk),
        .reset(reset),
        .writeEn(EN_REG & !read_ready_from_mem & cache_hit ),
        .regIn(PC_address_to_PC),
        .regOut(PC_INTERNAL)
    );
    assign instruction = instruction_internal;
    always @ (posedge clk) begin
        if (flush || reset) begin
            PCnext <= 0;
        end
        else if (EN_REG && !read_ready_from_mem) begin
            PCnext <= PC_address_to_PC;
        end
    end
endmodule
module flipflop (
    input clk, reset, writeEn,
    input [31:0] regIn,
    output reg [31:0] regOut);
    always @ (posedge clk) begin
        if (reset == 1) regOut <= 0;
        else if (writeEn) regOut <= regIn;
    end
endmodule  
module instr_cache (    
    input clk, reset,flush, 
    input mem_read,
    input [31:0] address, 
    output reg [31:0] readdata,
    input [127:0] data_from_mem,
    input read_ready_from_mem,
    input written_data_ack,
    output reg reqI_mem,
    output reg [25:0] reqAddrI_mem,
    output reg cache_hit);
    reg [127:0] dataCache [0:3];
    reg [25:0] dataTag [0:3];
    reg dataValid [0:3];
    wire [3:0] addr_byte;
    wire [1:0] addr_index;
    wire [25:0] addr_tag;
    reg req_valid;
    reg pending_req;
    reg ready_next;
    wire [31:0] next_instruction;
    assign addr_byte = address[3:0];
    assign    addr_index = address[5:4];
    assign    addr_tag = address[31:6];
    integer row;
    always @ (negedge clk) begin
        if (reset == 1'b1 || flush == 1'b1) begin
            for (int k = 0; k < 4; k++) begin         
                cache_hit = 1'b0;
                req_valid = 1'b1;
                pending_req = 1'b0;
                dataValid[k] = 0;
                reqI_mem = 1'b0;
                readdata = 32'b0;
            end
        end
        row = addr_index;
        cache_hit=1'b0;
        if (pending_req && read_ready_from_mem == 1'b1) begin
            dataCache [row] = data_from_mem;
            dataTag [row] = addr_tag;
            pending_req = 1'b0;
            dataValid [row] = 1'b1;
            ready_next = 1'b1;
            reqI_mem = 1'b0;
        end
        if (pending_req == 1'b1 && written_data_ack == 1'b1) begin
            pending_req = 1'b0;
        end
        if (!pending_req && req_valid && mem_read) begin
            if (dataTag [row] == addr_tag) begin
                if (dataValid [row] == 1'b1) begin
                    readdata = {dataCache [row][addr_byte*8 +: 31]};
                    cache_hit=1'b1;
                end
            end
            else begin
                cache_hit = 1'b0;
            end
            if (cache_hit == 1'b0) begin
                pending_req = 1'b1;
                reqAddrI_mem = address[31:4];
                reqI_mem = 1'b1;
                ready_next = 1'b0;
            end
        end
    end
endmodule  
--- /design/flow/run.sh ---
#!/bin/bash
# OpenROAD 26Q1-2900-gdf79404cd8, Yosys 0.63+post, stock flow scripts
make -C /OpenROAD-flow-scripts/flow DESIGN_CONFIG=/design/flow/config.mk WORK_HOME=/design/flow/orfs finish
--- /design/flow/config.mk ---
export PLATFORM = sky130hd
export DESIGN_NAME = fetch_stage
export DESIGN_NICKNAME = fetch_stage
export VERILOG_FILES = /design/flow/design.v
export SDC_FILE = /design/flow/constraint.sdc
export NUM_CORES = 4
export LEC_CHECK = 1
export CORE_UTILIZATION = 50
--- /design/flow/constraint.sdc ---
current_design fetch_stage

set clk_period 18.0
set clk_io_pct 0.2

create_clock -name clk0 -period $clk_period [get_ports {clk}]

set non_clock_inputs [all_inputs -no_clocks]
set_input_delay [expr $clk_period * $clk_io_pct] -clock clk0 $non_clock_inputs
set_output_delay [expr $clk_period * $clk_io_pct] -clock clk0 [all_outputs]
==> run_results.csv <==
group,metric,value,unit
run_status,status,"complete, no violations",
setup_path,crit_path_end_kind,"register",
clocking,post_cts_resize_count,0,
placement,placement.io_buffers,257,
floorplanning,fp.coreArea,69910,um^2
setup_path,critical_path.cell_chain,"clkdlybuf4s50_1, nand4bb_4, nand2_1, o221ai_1, mux2_2, a2111o_1, a211oi_4, buf_4, mux2i_1",
synth,yosysChipArea,35310,um^2
pwr,power.share.combinational,0.130,
cells_and_area,area_delta_synth_final,23.95,%
clocking,cts_tree,"done",
setup_path,worst_ep_arrival_time,7510,ps
setup_path,critical-path-top-delay-family,"AND-OR/OR-AND gates",
placement,dpl.hpwl,73.51,mm
final_timing,hold_violations,0,
setup_path,crit_path_max_fanout,19,
hold_path,holdCritStartpoint,"instr_cache.dataValid[3]$_DFF_N_",
final_timing,fin_setup_tns,0,ps
clocking,clkSlewWorstSetupHoldPaths,30,ps
placement,gp_congestion,0.9554,
routing,postRouteWirelength,110.0,mm
setup_path,crit_path_start_kind,"input pin",
synth,synth.cell_area,35310,um^2
hold_path,hold_path.class,"register to register",
floorplanning,die-width,267.8,um
pwr,pwr_dens,108.0,nW/um^2
synth,synth.largest_area_cell,"dfxtp_1",
hold_path,holdPathEnd,"instr_cache.dataValid[3]$_DFF_N_",
global_route,grtUsageMet3,0.09554,
global_route,number_of_global_route_vias_before_repair,28293,
synth,synth_async_sr_flop_share,0,
global_route,grt_max_degree,96,
global_route,grtUsageMet2,0.4781,
clocking,number_of_buffers_inserted_to_repair_setup_after_cts,0,
run,stage_log_warnings,708,
synth,ys_seq_frac,0.4303,
synth,flop_cell,"dfxtp_1",
floorplanning,starting_density_of_the_core,0.5051,
clocking,clock_insertion_delay_worst_skew,660,ps
synth,netlist_top_cells_area,"dfxtp_1, mux2_2, mux4_2, mux2i_1, nand2_1",
synth,synth.ff_latch_count,746,
final_timing,timing.clock.skew,39.77,ps
floorplanning,design.die.area,71690,um^2
placement,placedInstanceArea,38380,um^2
final_timing,maxSlewHeadroom,0.3741,
cells_and_area,finish.instance_area,43770,um^2
synth,yosys.area.top_type_share,0.4082,
pwr,total_power,4.728,mW
clocking,clock-root-buffer,"clkbuf_16",
hold_path,hold-path-cell-count,1,
routing,dr_total_vias,27601,
floorplanning,num_io_pins,259,
pwr,clkPwrFrac,0.489,
floorplanning,placementRows,97,
clocking,clk_path_buf_depth,3,
global_route,antenna_violations_before_repair,6,
setup_path,path_buffers,2,
routing,routed_via_density,5.617,
clocking,tritoncts.num_buffers,85,
clocking,cts_stage_hold_buffer_count,0,
routing,drt-initial-drc-count,1513,
routing,drt-wirelength-per-cell,22.38,um
synth,syn-mean-instance-area,11.44,um^2
global_route,grtUsageMet1,0.4764,
final_timing,rsz_0062_raised_after_global_routing,"no",
synth,netlist_instances,3088,
pwr,internal_power,3.292,mW
clocking,ctsHtreeMaxLevel,3,
pwr,p_switching,1.435,mW
global_route,gr_ovfl_total,0,
final_timing,final-max-slew-violation-count,0,
run,cap_viol_max_count,0,
routing,dr.pass1.iters,5,
global_route,grt_pass1_wl,166.3,mm
pwr,leakage,19.75,nW
pwr,sequentialPowerShare,0.381,
floorplanning,die_h,267.8,um
pwr,netSwitchingFraction,0.3036,
synth,synthesis.yosys.warnings,7,
synth,yosys.cell_types.count,79,
synth,post-synth-top-count-cell,"dfxtp_1",
synth,post_synth_edffs,26,
routing,dr_drc_count,0,
setup_path,cp_slowest_cell,"a211oi_4",
routing,route.antenna.remaining_nets,0,
pwr,ir_worst_vdd,0.09359,mV
global_route,gr-usage-all-layers,0.3235,
setup_path,regToRegSetupSlack,4060,ps
cells_and_area,post_route_cells_drive_above_1_share,0.2693,
setup_path,startpoint_of_the_lowest_slack_register_to_register_path,"PC.regOut[4]$_SDFFE_PP0P_",
final_timing,worst_tran_pin_value,935.8,ps
setup_path,critical_path.reg2reg.endpoint,"instr_cache.readdata[22]$_DFF_N_",
setup_path,crit_type,"input pin to register",
clocking,clock_sink_count,746,
setup_path,r2r_depth,10,
synth,synth.yosys.num_cells,3088,
setup_path,critical_path_rt,9570,ps
setup_path,critical_path.max_stage_delay,750,ps
synth,top_cells_by_count,"dfxtp_1, mux2_2, nand2_1, mux2i_1, mux4_2",
global_route,grt.busiest_layer,"met2",
final_timing,final-setup-viol-count,0,
[power groups by stage]
stage / sequential, mW / combinational (mW) / clock, mW
finish: 1.80 / 0.615 / 2.31
global route: 1.81 / 0.648 / 2.58
CTS: 1.80 / 0.613 / 2.39
[final cells by class]
class | instances | area (um^2)
diodes | 4 | 10.01
clock buffers | 92 | 2258
clock inverters | 743 | 3124
fillers | 5408 | 26140
inverters | 12 | 47.55
multi-input cells | 2069 | 18880
flip-flops and latches | 746 | 15210
well taps | 940 | 1176
repair buffers | 308 | 3063
[metrics by stage]
| step | setup slack (ps) | util | hold WS, ps | instances |
|---|---|---|---|---|
| floorplan | 2362 | - | 395.2 | 3088 |
| global placement | 1494 | 0.5490 | 425.6 | 4076 |
| detailed placement | 1488 | 0.5490 | 433.8 | 4076 |
| CTS | 2128 | 0.6259 | 444.8 | 4910 |
| global route | 1929 | 0.6259 | 461.5 | 4910 |
| finish | 2060 | 0.6261 | 445.4 | 4914 |
[metal layers]
| layer | share of wire | wire length [um] |
|---|---|---|
| met5 | 0.00026 | 29 |
| met4 | 0.022 | 2442 |
| met3 | 0.062 | 6815 |
| met2 | 0.47 | 51310 |
| met1 | 0.45 | 49390 |
[sequential cells by signal, indices dropped and copies added (netlist names)]
| register | cells |
|---|---|
| instr_cache.dataTag | 104 |
| instr_cache.reqAddrI_mem | 26 |
| instr_cache.reqI_mem | 1 |
| PC.regOut | 32 |
| instr_cache.readdata | 32 |
| instr_cache.dataValid | 4 |
| PCnext | 32 |
| instr_cache.pending_req | 1 |
| instr_cache.req_valid | 1 |
| instr_cache.cache_hit | 1 |
| instr_cache.dataCache | 512 |
[placed cells by master (no fill, tap or decap), types with 11 or more instances in the layout]
master / count
mux2_2: 693
xnor2_1: 25
clkdlybuf4s50_1: 256
nor2b_1: 18
buf_4: 42
o211ai_1: 23
mux4_2: 154
nor2_1: 113
mux2i_1: 162
edfxtp_1: 26
o221ai_1: 15
xor2_1: 19
and2_1: 11
a221oi_1: 12
nand3_1: 36
or3_1: 13
a22oi_1: 11
inv_1: 707
nand4_1: 17
dfxtp_1: 716
nand2_1: 308
o21ai_0: 91
clkbuf_16: 89
o22ai_1: 28
nor3_1: 14
a211oi_1: 23
o21a_1: 13
nand2b_1: 16
a21oi_1: 104
a22o_1: 11
a31oi_1: 13
clkinvlp_2: 23
[logic make-up after synthesis]
group                      synth area share
buffers and inverters               0.03678
AOI/OAI and AO/OA                   0.08082
and+or+nand+nor                     0.07186
xor gates and xnor gates            0.01091
DFF                                  0.4303
muxes                                0.3690
adders and majority gates         0.0003543
[how the worst max path moves through the flow]
stage,from,endpoint,cells past startpoint
finish,reset,instr_cache.readdata[22]$_DFF_N_,9
global route,reset,instr_cache.readdata[7]$_DFF_N_,10
CTS,reset,instr_cache.readdata[22]$_DFF_N_,9
Power and IR drop assume default switching activity.
